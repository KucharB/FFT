`/design/flow/design.v`:
```
package Axi_Bridge_fsm;
  typedef enum logic [2:0] {  
    bridge_IDLE = 3'b000,
    bridge_ADDR_WRITE,
    bridge_DATA_WRITE,
    bridge_WRITE_RESPONSE,
    bridge_WAIT,
    bridge_ADDR_READ,
    bridge_DATA_READ,
    bridge_READ_LAST
  } bridge_fsm;
endpackage
module counter(
    input clk,
    input ce,
    input nrst,
    input [11:0] max_val,
    output logic [11:0] o_data,
    output logic over
);
logic [11:0] coun_val;
always_ff @(posedge clk)
begin
if (!nrst) begin
    coun_val <= 0;
    over <= 1'b0;
end
else if (ce) begin
    coun_val <= coun_val + 1;
    if(coun_val == (max_val - 2)) begin
    over <= 1'b1;
    end
    else over <= 1'b0;
    if(coun_val == (max_val - 1)) begin
    coun_val <= 0;
    end
end
end
always_comb begin
    o_data = coun_val;
end
endmodule
```
`/design/flow/run.sh`:
```
#!/bin/bash
# OpenROAD 26Q1-2900-gdf79404cd8, Yosys 0.63+post, stock flow scripts
make -C /OpenROAD-flow-scripts/flow DESIGN_CONFIG=/design/flow/config.mk WORK_HOME=/design/flow/orfs finish
```
`/design/flow/config.mk`:
```
export PLATFORM = sky130hd
export DESIGN_NAME = counter
export DESIGN_NICKNAME = counter
export VERILOG_FILES = /design/flow/design.v
export SDC_FILE = /design/flow/constraint.sdc
export NUM_CORES = 4
export LEC_CHECK = 1
export CORE_AREA = 10 10 114 114
export DIE_AREA = 0 0 124 124
```
`/design/flow/constraint.sdc`:
```
current_design counter

set clk_period 4.9
set clk_io_pct 0.2

create_clock -name clk0 -period $clk_period [get_ports {clk}]

set non_clock_inputs [all_inputs -no_clocks]
set_input_delay [expr $clk_period * $clk_io_pct] -clock clk0 $non_clock_inputs
set_output_delay [expr $clk_period * $clk_io_pct] -clock clk0 [all_outputs]
```
==> run summary <==
yosys + openroad results -> combinational share of power 25.3%, initial antenna violation count 0, post-route minimum period 3.49 ns, drt drc 0, largest net degree at the start of global routing 13, post-synth area from yosys stat 0.00135 mm2, RSZ-0062 raised after global routing false, Finished Layout Cells 328, number of global-route vias before repair 1,230, Worst-Margin Slew 0.747 ns, final instance area 0.00179 mm2, vias per std cell 3.84, Gate Count Post-Synth 170, hold buffers post-CTS 0, status completed, root buf cell clkbuf_8, core area 0.0104 mm2, # rows 37, overall power 0.000272 W, clock sinks 13, register area share after synthesis 19.2%, fraction of registers with async set/reset 0%, flip-flops with a built-in enable 0, IO Count 28, static leakage 0.551 nW, Pre-Place Util 13.0%, Sw Ratio 27.5%, total track usage 5.39%, Max Cap Viol 0, routability congestion estimate 0.829, Fill cells 1,165, Post-Synthesis Cell Area 0.00135 mm2, Post-CTS Setup Bufs 0, Reg2Reg Setup Slack 2.52 ns, area post-placement 0.00175 mm2, CP Data Required Time 5.00 ns, biggest area cells dfxtp_1 19%, xnor2_1 10%, xor2_1 7.1%, Area growth, synth to finish 32.4%, Final setup viols 0, Die W 124 um, DRT Pass-1 Iters 4, CP max FO 9, share of cells above drive strength 1 7.29%, drt wl/cell 12.1 um, drt total wl 3.96 mm, Port Buffer Count 27, TNS Setup 0 ns, most frequent cell after synthesis nor2_1, Num CTS Buffers 3, Syn. warnings 1, Top-area cell share 19.2%, Max-slew headroom 48.9%, die area 0.0154 mm2, placed cells 324, worst hold-check path type reg2reg, Synth flops 13, global-route wire length before repair 6.54 mm, yosys stat cell total 170, crit start category input port, Seq pwr share 40.5%, n_diodes 0, Pwr per Cell Area 152 mW/mm2, Int Power 0.000197 W, Final Skew 0.00481 ns, library cells used by synthesis 51, average cell area after synthesis 7.96 um2, CP Capture Type flop, gr ovfl total 0, largest area contributor in the netlist dfxtp_1, FMAX 286 MHz, CTS H-Tree Depth 1, die height 124 um, Final Hold Fails 0, tool warnings 25, CTS tree done, Arrival @ worst endpoint 3.60 ns, Clock Power Share 34.2%, Logic area 0.00102 mm2, Slew Viols, Final 0, Flop area 260 um2, Worst VDD drop 0.0608 mV, Clk pin slew, worst setup/hold paths 0.05 ns, DP HPWL 3.33 mm, Starting DRT DRC Count 58, vias 1,258, top_reg_cell synth dfxtp_1, clk ins delay skew pair 0.24 ns, Post-CTS Resized 0, number of nets with antenna violations after detailed routing 0, Sw Pwr 0.0000748 W, list of most frequent post-synthesis cells 17 x nor2_1, 16 x xnor2_1, 15 x nand2_1, clk buf depth 2, WS Path Type in2reg, Tcrit/Tclk final 71.3%
[placed cells by master (no fill, tap or decap), types with 2 or more instances in the layout]
master / Yosys / routed
ha_1: 3 / 3
dfxtp_1: 13 / 13
nand4_1: 4 / 4
clkdlybuf4s50_1: 0 / 27
a21oi_1: 4 / 4
nand2_1: 15 / 15
inv_1: 8 / 8
nand3_1: 8 / 8
nor4_4: 2 / 2
o311ai_0: 2 / 2
nor2b_1: 5 / 5
nor4bb_1: 2 / 2
a21boi_0: 5 / 5
nand2b_1: 3 / 3
a31o_2: 2 / 2
o211ai_1: 3 / 3
clkbuf_8: 0 / 3
nor2_1: 17 / 17
a31oi_1: 2 / 2
xnor2_1: 16 / 16
nor4_1: 3 / 3
xor2_1: 11 / 11
o21ai_0: 3 / 3
nand4b_1: 2 / 2
nor3_1: 4 / 4
[cells by family (layout without fill, tap and decap cells)]
group           count (synthesis)  in the layout  synth area share, %
buf+inv                        17             39                 5.64
simple gates                   77             77                 34.7
compound gates                 32             32                 19.5
fa+ha+maj                       3              3                 2.77
flops                          13             13                 19.2
mux                             1              1                0.739
xor+xnor                       27             27                 17.5
[registers in the layout (all words and copies together), names as in the netlist]
register and flops:
coun_val 12, over 1
[per-stage QoR]
stage / worst slack, ns / utilization (%) / hold WS [ns]
after floorplan: 2.03 / - / 0.494
after detailed placement: 1.16 / 16.8 / 0.569
after CTS: 1.40 / 17.2 / 0.581
after global placement: 1.21 / 16.8 / 0.553
final: 1.41 / 17.2 / 0.564
after global routing: 1.18 / 17.2 / 0.607
[area by class of cell]
cell class | count | area share [%]
timing repair buffer | 27 | 15.1
tap | 136 | 9.49
sequential | 13 | 14.5
clock buffer | 4 | 2.51
inverter | 8 | 1.67
multi-input combinational | 140 | 56.7
[worst paths after layout]
check / depth (start not counted) / startpoint / end
max reg2reg: 6 / coun_val[4] / coun_val[9]
min reg2reg: 2 / coun_val[11] / coun_val[11]
min: 2 / coun_val[11] / coun_val[11]
max: 9 / max_val[2] / coun_val[9]
[worst max-delay path, stage by stage]
cell,delay [ns]
clkdlybuf4s50_1,0.53
inv_1,0.13
ha_1,0.22
nor4b_4,0.39
xnor2_1,0.17
nor4_4,0.27
o2111ai_2,0.24
o41ai_4,0.56
nor2_1,0.10
[metal layers]
layer | wire length, um | up-vias | global-route usage [%]
met4 | 16 | 0 | 0.360
met1 | 1900 | 583 | 7.42
met3 | 238 | 2 | 1.74
met5 | 0 | - | 0
met2 | 1810 | 17 | 8.44
li1 | - | 656 | -
[power groups by stage]
stage | Clock (W) | Sequential (W) | Combinational [W]
after CTS | 0.0000954 | 0.000110 | 0.0000691
after global routing | 0.000100 | 0.000111 | 0.0000761
final | 0.0000930 | 0.000110 | 0.0000687
Power is estimated from default activity; no workload was simulated.
