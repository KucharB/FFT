File: design/flow/config.mk
export PLATFORM = sky130hd
export DESIGN_NAME = MUL_UNIT
export DESIGN_NICKNAME = MUL_UNIT
export VERILOG_FILES = /design/flow/design.v
export SDC_FILE = /design/flow/constraint.sdc
export NUM_CORES = 4
export LEC_CHECK = 1
export CORE_UTILIZATION = 40
File: design/flow/constraint.sdc
current_design MUL_UNIT

set clk_period 11.3
set clk_io_pct 0.2

create_clock -name clk0 -period $clk_period

set non_clock_inputs [all_inputs -no_clocks]
set_input_delay [expr $clk_period * $clk_io_pct] -clock clk0 $non_clock_inputs
set_output_delay [expr $clk_period * $clk_io_pct] -clock clk0 [all_outputs]
File: design/flow/design.v
package Axi_Bridge_fsm;
  typedef enum logic [2:0] {  
    bridge_IDLE = 3'b000,
    bridge_ADDR_WRITE,
    bridge_DATA_WRITE,
    bridge_WRITE_RESPONSE,
    bridge_WAIT,
    bridge_ADDR_READ,
    bridge_DATA_READ,
    bridge_READ_LAST
  } bridge_fsm;
endpackage
`timescale 1ns / 1ps
module MUL_UNIT(
    input [15:0] a_val,
    input [15:0] b_val,
    output logic [31:0] result
);
 logic signed [31:0] mul_res;
   always_comb begin
        mul_res = $signed(a_val) * $signed(b_val);
        result = mul_res >>> 15;
    end
endmodule
File: design/flow/run.sh
#!/bin/bash
# OpenROAD 26Q1-2900-gdf79404cd8, Yosys 0.63+post, stock flow scripts
make -C /OpenROAD-flow-scripts/flow DESIGN_CONFIG=/design/flow/config.mk WORK_HOME=/design/flow/orfs finish
==> flow_summary.json <==
{
  "cpPeakStageDelay_ns": 0.60,
  "cp-start-kind": "primary input",
  "globalplace.congestion": 0.879,
  "ios": 64,
  "finalCriticalPeriod_ns": 11.01,
  "slew_viol_final": 0,
  "end_kind": "output pin",
  "syn-cell-area_sq_mm": 0.00977,
  "top_cell_area_share_pct": 53.5,
  "critical_path_buf_inv_count": 7,
  "hold_path.class": "in2out",
  "ys_area_sq_mm": 0.00977,
  "grt_pass1_vias": 7146,
  "synth_warnings": 1,
  "port_buffers": 64,
  "tool_warnings": 32,
  "viasPerCell": 4.71,
  "grt_max_degree": 17,
  "coreArea_sq_mm": 0.0237,
  "first_iter_violations": 229,
  "arrival_ns": 8.75,
  "initCoreUtil_pct": 41.3,
  "diodes": 0,
  "dr.pass1.iters": 6,
  "final-seq-area_sq_um": 0,
  "yosysTopAreaCell": "fa_1",
  "hold_buffers": 0,
  "mostFrequentLayoutCell": "inv_1",
  "syn_inst": 1075,
  "required_ns": 9.04,
  "antenna_left": 0,
  "yosysUniqueCellTypes": 42,
  "grt_pass1_wl_microns": 34900,
  "syn_avg_cell_area_sq_um": 9.09,
  "final_hold_viol_count": 0,
  "max-cap-violations": 0,
  "crit_top_cell": "fa_1",
  "most-common-layout-cells": "inv_1 (282), fa_1 (261), nand2_1 (132), and2_1 (123), ha_1 (79)",
  "yosysCellCount": 1075,
  "drc": 0,
  "antenna_found_initial": 0,
  "cp_max_fo": 16,
  "status": "finished clean",
  "topCellsByArea": "fa_1 (53%), inv_1 (11%), ha_1 (10%)",
  "chipArea_sq_mm": 0.0251,
  "final.setup.tns_ns": 0,
  "post-place-cells": 1454,
  "holdWs_ns": 5.95,
  "whs_path_depth": 8,
  "die_x_microns": 158,
  "fillers": 2355,
  "area_growth_pct": 12.1,
  "clkbuf_count": 0,
  "grtUsageTotal_pct": 19.0,
  "rsz0062_at_grt": "false",
  "critPathTopFamily": "adder cells",
  "seq_cells": 0,
  "finalNonFillerCells": 1454,
  "crit_slowest_cell": "clkdlybuf4s50_1",
  "rows": 56,
  "mi_logic_area_sq_mm": 0.00848,
  "finalWirelength_microns": 20500,
  "synth_seq_share_pct": 0,
  "worstMarginPinSlew_ns": 0.619,
  "grt_overflow": 0,
  "max_freq_ghz": 0.0909,
  "path_cells": "clkdlybuf4s50_1 -> and2_1 -> fa_1 -> inv_1 -> fa_1 -> inv_1 -> fa_1 -> fa_1 -> fa_1 -> inv_1 -> fa_1 -> inv_1 -> ha_1 -> a21oi_1 -> o211ai_1 -> a211oi_1 -> o21ai_1 -> a221oi_2 -> a21oi_1 -> xnor2_1 -> buf_4 -> clkdlybuf4s50_1",
  "vias": 6848,
  "crit_type": "in2out",
  "crit_cells": 22,
  "wl_per_cell_microns": 14.1,
  "die.size.y_microns": 158,
  "max_slew_margin_pct": 58.7,
  "dp_hpwl_microns": 18900,
  "finalSetupViolCount": 0,
  "drive_gt1_share_pct": 4.76,
  "finalCritPeriodShare_pct": 97.4
}
[layout make-up]
type | instances | area share, %
inverters | 282 | 9.66
multi-input cells | 745 | 77.4
well taps | 319 | 3.64
repair buffers | 108 | 9.34
[stage by stage]
stage	setup WS (ns)	utilization (%)	area [sq um]
detailed placement	0.0607	46.0	10900
global route	0.00359	46.3	11000
floorplan	0.895	-	9770
finish	0.294	46.3	11000
global placement	0.0729	46.0	10900
CTS	0.0249	46.0	10900
[final timing paths]
path       from    endpoint  slack [ns]
max   b_val[12]  result[29]        0.29
min    b_val[1]   result[3]        5.95
[logic make-up (layout without fill, tap and decap cells)]
logic type / Yosys count / after routing / synth area share [%]
fa+ha+maj: 340 / 340 / 63.6
mux: 1 / 1 / 0.102
buf+inv: 330 / 390 / 13.3
xor+xnor: 26 / 26 / 2.33
simple gates: 302 / 302 / 15.5
compound gates: 76 / 76 / 5.17
[routing by layer]
layer / vias up / part of all wire [%] / global-route usage (%)
li1: 3227 / - / -
met1: 3481 / 40 / 27.3
met2: 138 / 55 / 33.9
met3: 2 / 4.7 / 2.83
met4: 0 / 0.14 / 0.229
met5: - / 0 / 0
[synthesized netlist by cell type (2+ instances only)]
cell / count
nor2_1: 21
fa_1: 261
nand2b_1: 7
o21a_1: 7
a21o_1: 4
buf_4: 15
xnor2_1: 18
a21oi_1: 26
nand4_1: 3
and2_1: 123
o211ai_1: 8
inv_1: 282
a31oi_1: 2
ha_1: 79
o21ai_0: 14
a21o_2: 3
xor2_1: 8
nand3_1: 2
and3_1: 3
clkbuf_1: 31
a211oi_1: 4
nand2_1: 132
nor2b_1: 3
[repair_timing]
item / in CTS / in global routing
setup endpoints to repair: 0 / 20
setup buffers: 0 / 0
resized: 0 / 22
